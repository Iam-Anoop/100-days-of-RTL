--- run.sh ---
#!/bin/bash
# OpenROAD 26Q1-2900-gdf79404cd8, Yosys 0.63+post, stock flow scripts
make -C /OpenROAD-flow-scripts/flow DESIGN_CONFIG=/design/flow/config.mk WORK_HOME=/design/flow/orfs finish
--- config.mk ---
export PLATFORM = sky130hd
export DESIGN_NAME = ripplecarry_adder_4bit
export DESIGN_NICKNAME = ripplecarry_adder_4bit
export VERILOG_FILES = /design/flow/design.v
export SDC_FILE = /design/flow/constraint.sdc
export NUM_CORES = 4
export LEC_CHECK = 1
export CORE_AREA = 10 10 70 70
export DIE_AREA = 0 0 80 80
--- constraint.sdc ---
current_design ripplecarry_adder_4bit

set clk_period 5.0
set clk_io_pct 0.2

create_clock -name clk0 -period $clk_period

set non_clock_inputs [all_inputs -no_clocks]
set_input_delay [expr $clk_period * $clk_io_pct] -clock clk0 $non_clock_inputs
set_output_delay [expr $clk_period * $clk_io_pct] -clock clk0 [all_outputs]
--- design.v ---
`timescale 1ns / 1ps
module fulladder(input a,b,
                 input cin,
                 output sum,cout);
assign sum=a^b^cin;
assign cout=(a&b)|(cin&(a^b));
endmodule
`timescale 1ns / 1ps
module ripplecarry_adder_4bit(input [3:0]a,b,
                              input cin,
                              output [3:0]sum,
                              output cout);
fulladder fa0(.a(a[0]),.b(b[0]),.cin(cin),.sum(sum[0]),.cout(ya));
fulladder fa1(.a(a[1]),.b(b[1]),.cin(ya),.sum(sum[1]),.cout(yb));
fulladder fa2(.a(a[2]),.b(b[2]),.cin(yb),.sum(sum[2]),.cout(yc));
fulladder fa3(.a(a[3]),.b(b[3]),.cin(yc),.sum(sum[3]),.cout(cout));                             
endmodule
==> qor.log <==
INFO  worst_setup_path timing.critical_path.required=4.00ns
INFO  floorplan      die_height=80um
INFO  worst_setup_path crit_path_cells=clkdlybuf4s50_1 -> inv_1 -> fa_1 -> inv_1 -> fa_1 -> fa_1 -> inv_1 -> fa_1 -> inv_1 -> clkdlybuf4s50_1
INFO  yosys          yosysTopAreaCell=fa_1
INFO  finish         layout_top_cells=14 x clkdlybuf4s50_1, 10 x inv_1, 4 x fa_1
INFO  placement      detailedPlacementHpwl=405um
INFO  yosys          post_synth.cell_area_avg=8.20um2
INFO  job            warnings=32
INFO  finish         nClkBuffers=0
INFO  global_routing grt_pass1_wl=607um
INFO  route          drtPass1Iterations=1
INFO  sta            setup_viol=0
INFO  worst_setup_path cp_num_cells=10
INFO  sta            final.min_clock_period=4.44ns
INFO  floorplan      die_w=80um
INFO  power_and_ir_drop power_per_cell_area=90.3mW/mm2
INFO  route          drt-vias-per-instance=1.62
INFO  route          detail_route.wl_per_cell=5.51um
INFO  power_and_ir_drop p_leak=0.137nW
INFO  floorplan      floorplan.io_pins=14
INFO  worst_setup_path worst-path-max-fanout=1
INFO  cts            cts.hold.buffers_added=0
INFO  floorplan      design.core.area=0.00342mm2
INFO  worst_setup_path crit_buf_inv=6
INFO  route          vias=120
INFO  sta            finalClockPeriodUsage=88.8%
INFO  finish         layout-drive-gt1-share=0%
INFO  global_routing number_of_global_route_vias_before_repair=143
INFO  finish         final_core_occ=9.23%
INFO  floorplan      fp_util=4.32%
INFO  worst_setup_path worst_path_largest_cell_delay=0.46ns
INFO  sta            rsz0062_at_grt=false
INFO  sta            fin_setup_tns=0ns
INFO  yosys          sequential_share_of_the_synthesized_area=0%
INFO  route          n_antenna_cell=0
INFO  global_routing grt_util_all_layers=1.20%
INFO  worst_setup_path setup.worst_path.end=sum[3]
INFO  sta            fmaxAchievable=0.225GHz
INFO  yosys          distinct_cells_synth=3
INFO  route          remaining_drc_errors=0
INFO  job            drv.max_cap_violation_count=0
INFO  worst_setup_path setup.worst_path.class=in2out
INFO  route          wirelength=408um
INFO  placement      io_buffers=14
INFO  finish         mostFrequentLayoutCell=clkdlybuf4s50_1
INFO  worst_setup_path timing.critical_path.max_delay_family=adder cells
INFO  sta            finalHoldViolCount=0
INFO  hold_path      min_path_cells=5
INFO  placement      finalWeightedCongestion=0.828
INFO  yosys          synth_warnings=3
INFO  finish         syn_to_final_growth=114%
INFO  worst_setup_path critPathCaptureType=output port
INFO  cts            post_cts_resize_count=0
INFO  hold_path      class_of_the_tightest_hold_or_removal_check=in2out
INFO  floorplan      placement_rows=21
INFO  global_routing initial_antenna_violation_count=0
INFO  sta            tightestPinTransition=0.105ns
INFO  worst_setup_path worst_ep_arrival_time=3.44ns
INFO  power_and_ir_drop design_power_total=0.0285mW
INFO  yosys          mappedNetlistArea=148um2
INFO  finish         design.seq.count=0
INFO  yosys          yosys-top-cells-area=fa_1 54%, inv_1 25%, buf_4 20%
INFO  cts            number_of_buffers_inserted_to_repair_setup_after_cts=0
INFO  yosys          synth.yosys.num_cells=18
INFO  worst_setup_path critical-path-slowest-cell=clkdlybuf4s50_1
INFO  yosys          yosysChipArea=148um2
INFO  route          detail_route.iter0.violations=0
INFO  global_routing grt_start_max_net_pins=2
INFO  floorplan      floorplan.die_area=0.00640mm2
INFO  global_routing grt_remaining_overflow=0
INFO  worst_setup_path startpoint_type=input port
INFO  status         status=complete, no violations
INFO  worst_setup_path critPathLaunch=a[0]
INFO  sta            final-max-slew-violation-count=0
INFO  yosys          top_area_share=54.2%
INFO  sta            slew_headroom=93.0%
INFO  power_and_ir_drop maximum_ir_drop_on_the_vdd_rail=0.0319mV
INFO  yosys          post_synth_inst_count=18
INFO  route          antenna_nets_post_route=0
INFO  finish         regArea=0um2
## metrics by stage
| step | cell area, um2 | hold slack [ns] | setup WS (ns) | std cells |
|---|---|---|---|---|
| final | 315 | 3.05 | 0.561 | 74 |
| after global routing | 315 | 3.10 | 0.365 | 74 |
| after CTS | 315 | 3.07 | 0.520 | 74 |
| after detailed placement | 315 | 3.06 | 0.536 | 74 |
| after global placement | 315 | 3.04 | 0.542 | 74 |
| after floorplan | 148 | 2.22 | 1.42 | 18 |
## cells in the mapped netlist
master / count
buf_4: 4
inv_1: 10
fa_1: 4
## worst min path at each step
stage         slack, ns  start      to
CTS                3.07    cin  sum[0]
global route       3.10    cin  sum[0]
finish             3.05   b[3]  sum[3]
## report_power, final
| group | leakage [nW] | internal, mW | switching [mW] |
|---|---|---|---|
| Combinational | 0.137 | 0.0204 | 0.00807 |
| Sequential | 0 | 0 | 0 |
| Clock | 0 | 0 | 0 |
## per-layer routing
layer / vias to the layer above / global-route usage, % / routed length, um
li1: 60 / - / -
met1: 46 / 1.93 / 226
met2: 14 / 1.12 / 69
met3: 0 / 1.02 / 113
met4: 0 / 0 / 0
met5: - / 0 / 0
## area by class of cell
cell class,instances,area [um2]
Timing Repair Buffer,14,140
Tap cell,46,57.6
Fill cell,401,3100
Multi-Input combinational cell,4,80.1
Inverter,10,37.5
## worst min-delay path: stages
cell and delay (ns):
clkdlybuf4s50_1 0.39, inv_1 0.07, fa_1 0.15, inv_1 0.04, clkdlybuf4s50_1 0.40
## kinds of logic (layout without fill, tap and decap cells)
kind of cell	Yosys count	after routing	share of synthesized area (%)
buffers and inverters	14	24	45.8
adders and majority gates	4	4	54.2
Power figures rest on the tool's default switching activity, not on a simulated workload.
