--- ./design.v ---
`timescale 1ns / 1ps
module mux2x1(input s0,
              input[1:0]datain,
              output dataout);
assign dataout=(s0)?datain[1]:datain[0];
endmodule
`timescale 1ns / 1ps
module mux16x1_top(input[15:0]datain,
                   input[3:0]s,
                   output y );
wire ya,yb;                   
mux8x1 muxa(.datain(datain[7:0]),.s(s[2:0]),.dataout(ya));  
mux8x1 muxb(.datain(datain[15:8]),.s(s[2:0]),.dataout(yb));
mux2x1 muxc(.datain({yb,ya}),.s0(s[3]),.dataout(y));
endmodule
`timescale 1ns / 1ps
module mux8x1(input [7:0]datain,
              input[2:0]s,
              output reg dataout);
always@(*)
begin
    case(s)
    3'd0:dataout=datain[0];
    3'd1:dataout=datain[1];
    3'd2:dataout=datain[2];
    3'd3:dataout=datain[3];
    3'd4:dataout=datain[4];
    3'd5:dataout=datain[5];
    3'd6:dataout=datain[6];
    3'd7:dataout=datain[7];
    default:dataout=0;
    endcase
end    
endmodule
--- ./run.sh ---
#!/bin/bash
# OpenROAD 26Q1-2900-gdf79404cd8, Yosys 0.63+post, stock flow scripts
make -C /OpenROAD-flow-scripts/flow DESIGN_CONFIG=/design/flow/config.mk WORK_HOME=/design/flow/orfs finish
--- ./config.mk ---
export PLATFORM = sky130hd
export DESIGN_NAME = mux16x1_top
export DESIGN_NICKNAME = mux16x1_top
export VERILOG_FILES = /design/flow/design.v
export SDC_FILE = /design/flow/constraint.sdc
export NUM_CORES = 4
export LEC_CHECK = 1
export CORE_AREA = 10 10 70 70
export DIE_AREA = 0 0 80 80
--- ./constraint.sdc ---
current_design mux16x1_top

set clk_period 2.4
set clk_io_pct 0.2

create_clock -name clk0 -period $clk_period

set non_clock_inputs [all_inputs -no_clocks]
set_input_delay [expr $clk_period * $clk_io_pct] -clock clk0 $non_clock_inputs
set_output_delay [expr $clk_period * $clk_io_pct] -clock clk0 [all_outputs]
==> results.cfg <==
; physical design summary
[status]
result_of_the_run = complete, no violations

[floorplan]
floorplan.die.height_um = 80
io_pins = 21
die_area_um2 = 6400
floorplan.core_area_um2 = 3420
fp-row-count = 21
die_width_um = 80
initial_core_util = 0.0579

[timing]
hold_viol_final = 0
tightestPinTransition_ns = 0.282
setup-violations-final = 0
fmaxAchievable_ghz = 0.428
headroom_to_the_max_slew_limit = 0.809
unrepaired_setup_endpoints_after_global_routing = no
post-route-min-period_ns = 2.34
max_slew_violation_count = 0
setup_ws_ns = 0.0626
finalClockPeriodUsage = 0.974

[drt]
antenna-diode-count = 0
initialDrtViolationCount = 57
drt-vias-per-instance = 2.95
ant_nets = 0
routed_wire_length_per_instance_um = 10.2
first_pass_iters = 2
drt_drc_violations_left = 0
drt-total-wl_um = 931
vias = 268

[worst_hold_path]
hp-start = s[0]
min_delay_worst_endpoint = y
timing.hold.worst.class = in2out
hold_depth = 5

[pwr]
finalPower_uw = 71.5
sequential_share_of_power = 0
power.share.switching = 0.320
power_per_standard_cell_area_nw_per_um2 = 150
p_clk_frac = 0
irDropWorstVdd_v = 0.0000518
combPwrFrac = 1.000
internal-power_uw = 48.6
switchingPower_uw = 22.9
leakage_uw = 0.000168

[placed_design]
post-place-ws_ns = -0.393
dp.final_hpwl_um = 754
place.gp.congestion = 0.802
numPortBuffers = 21
number_of_placed_instances_taps_included = 90

[finish]
final_cells = 91
layout.cells.most_common = clkdlybuf4s50_1
layout-drive-gt1-share = 0.267
fill_cell_total_of_the_finished_layout = 402
clock_buffer_count = 0
layout_top_cells = clkdlybuf4s50_1, buf_4, mux2i_1, dlygate4sd2_1, nor3b_1
syn_to_final_growth_pct = 141
ff_count = 0
flop_area_um2 = 0

[global_routing]
grt_overflow = 0
global_route_wire_length_before_repair_mm = 1.46
number_of_global_route_vias_before_repair = 290
initial_antenna_violation_count = 0
grtUsageTotal = 0.0277
largest_net_degree_at_the_start_of_global_routing = 8

[logic_synthesis]
synth.top_cell.area_share = 0.152
synth.avg_cell_area_um2 = 9.41
synth_cells = 21
yosysTopAreaCell = mux2i_1
synthesis.yosys.warnings = 1
synth.yosys.num_cells = 21
synth_chip_area_um2 = 198
netlist_area_um2 = 198
ys_seq_share = 0
netlist_top_cells_area = mux2i_1, buf_6, a311oi_1
yosysUniqueCellTypes = 16

[critical_path]
worstPathRequired_ns = 1.92
worst_ep_arrival_time_ns = 1.86
worstSetupEndpointType = output pin
kind_of_launch_point_of_the_worst_setup_path = primary input
setup.worst_path.class = in2out
path_max_fanout = 1
setup.worst_path.start = datain[6]

[run]
max_cap_violations = 0
log.warning_count = 32

[clock_tree]
holdBufCountCts = 0
## cell usage after synthesis
master	number
a21oi_1	1
o32ai_1	1
mux2i_1	3
buf_6	2
nand3_1	1
nor4_1	1
a211oi_1	1
mux2_4	1
clkbuf_8	1
nor3b_2	1
nand2b_1	1
nor3b_1	2
a211oi_2	1
o41ai_1	1
a311oi_1	2
mux2_2	1
## layer usage
metal / GRT usage / vias up / wire length (um)
met5: 0 / - / 0
met4: 0 / 0 / 0
met3: 0.0159 / 0 / 169
met2: 0.0217 / 21 / 166
met1: 0.0521 / 110 / 594
li1: - / 137 / -
## area by class of cell
type,count,area [um^2],share of cell area
timing repair buffer,27,250,0.526
multi-input combinational,18,168,0.353
tap,46,57.6,0.121
## worst max-delay path by stage
stage | to | cells after the start
finish | y | 5
global route | y | 5
CTS | y | 8
## stage by stage
stage	hold WS [ns]	TNS, ns	utilization	instance area [um^2]
after floorplan	1.01	0	-	198
after global placement	1.93	-0.389	0.137	467
after detailed placement	1.94	-0.393	0.137	467
after CTS	1.76	0	0.140	479
after global routing	1.70	0	0.139	475
final	1.66	0	0.139	475
## worst max-delay path, stage by stage
cell and delay, ns:
clkdlybuf4s50_1 0.40, mux2_2 0.28, a311oi_2 0.31, o32ai_1 0.12, dlygate4sd2_1 0.27
## power by group through the flow
stage         Clock, uW  Combinational, uW  Sequential, uW
finish                0               71.5               0
global route          0               77.0               0
CTS                   0               71.8               0
## logic make-up after synthesis
kind of cell,share of synthesized area
and+or+nand+nor,0.228
buffers and inverters,0.184
muxes,0.285
AOI/OAI and AO/OA,0.304
## repair_timing
item / CTS / global route
endpoints found under the setup margin: 1 / 1
pin swaps: 1 / 0
gates cloned: 1 / 0
gates resized: 7 / 2
buffers inserted: 0 / 0
Power and IR drop assume default switching activity.
