[config.mk]
export PLATFORM = sky130hd
export DESIGN_NAME = binarytobcd
export DESIGN_NICKNAME = binarytobcd
export VERILOG_FILES = /design/flow/design.v
export SDC_FILE = /design/flow/constraint.sdc
export NUM_CORES = 4
export LEC_CHECK = 1
export CORE_AREA = 10 10 70 70
export DIE_AREA = 0 0 80 80
[constraint.sdc]
current_design binarytobcd

set clk_period 4.9
set clk_io_pct 0.2

create_clock -name clk0 -period $clk_period

set non_clock_inputs [all_inputs -no_clocks]
set_input_delay [expr $clk_period * $clk_io_pct] -clock clk0 $non_clock_inputs
set_output_delay [expr $clk_period * $clk_io_pct] -clock clk0 [all_outputs]
[design.v]
`timescale 1ns / 1ps
module binarytobcd(input[7:0]datain,
                   output reg[11:0]dataout);
reg[3:0]bit1,bit2,bit3;
integer i;
always@(*)
begin
    {bit1,bit2,bit3}=0;
    for(i=0;i<8;i=i+1)
        begin
            if(bit1>=5)
                bit1=bit1+3;
            if(bit2>=5)
                bit2=bit2+3;
            if(bit3>=5)
                bit3=bit3+3;
           {bit1,bit2,bit3}={bit1,bit2,bit3,datain[7-i]}; 
        end
   dataout={bit1,bit2,bit3};
end
endmodule
[run.sh]
#!/bin/bash
# OpenROAD 26Q1-2900-gdf79404cd8, Yosys 0.63+post, stock flow scripts
make -C /OpenROAD-flow-scripts/flow DESIGN_CONFIG=/design/flow/config.mk WORK_HOME=/design/flow/orfs finish
==> notes.md <==
yosys + openroad results -> status finished with violations, violated checks negative setup slack, detailed-route DRC error count 0, critical path data arrival time 5.15 ns, initial antenna violation count 0, number of OpenROAD warnings 38, Area growth, synth to finish 102%, Netlist cell types 51, crit path max fanout 3, Vert. Die Dim 80 um, DRC violation total after the first TritonRoute iteration 96, cell taking the most area after synthesis sky130_fd_sc_hd__ha_1, combined global-route utilization of all metal layers 0.105, kind of end point of the critical path output pin, count of fill cells added during filler insertion 260, critical path type input port to output pin, routability congestion estimate from global placement 0.869, largest net degree at the start of global routing 13, yosys stat area 0.00108 sq mm, worst voltage drop across the vdd grid 0.138 mV, total global routing overflow 0, fraction of layout cells with a size suffix above 1 0.624, antenna diode instance count 0, cell types occupying the most area after synthesis sky130_fd_sc_hd__ha_1 (10%), sky130_fd_sc_hd__nand2_1 (5.9%), sky130_fd_sc_hd__mux2i_1 (5.6%), sky130_fd_sc_hd__a21oi_1 (4.7%), sky130_fd_sc_hd__o21ai_0 (4.2%), Final Hold Slack 1.96 ns, most frequent cell after synthesis sky130_fd_sc_hd__nand2_1, number of global-route vias before repair 1,361, number of standard cells in the final layout excluding fillers 288, Port Buffers 16, share of the clock period used by the worst path 1.25, hold bufs inserted after CTS 0, # clk buffers 0, cell total in the yosys stat output 151, max frequency 163 MHz, floorplan-stage core utilization 0.315, most instantiated cells after synthesis sky130_fd_sc_hd__nand2_1 (17), sky130_fd_sc_hd__nor2_1 (12), sky130_fd_sc_hd__a21oi_1 (10), post-route setup TNS -6.62 ns, wire length of the first global-routing pass 5930 um, hold violation total from the final report 0, number of iterations in the first detailed-routing pass 4, ANT nets after route 0, Avg Cell Area, Syn 7.13 sq um, WL per Instance 12.7 um, min setup slack post-route -1.23 ns, final slew viol count 0, Leak Pwr 0.952 nW, HPWL reported at the end of detailed placement 2600 um, Post-Syn Area 0.00108 sq mm, Final min period 6.13 ns, Overall Power 625 uW, launching instance or port of the critical path datain[5], worst min path class input port to output pin, Yosys top cell area share 0.105, number of warnings reported in the yosys synthesis log 1, routed wire length 3670 um, startpoint types input port, routed via count 1,477, worst setup path endpoint dataout[6], worst setup slack after placement -2.09 ns, setup violators final 9, required time of the critical path 3.92 ns, die width 80 um, Row Count 21, cell count after placement 258, share of synthesized area occupied by flip-flops and latches 0, Flop Count 0, Total Die Area 0.00640 sq mm, Worst Hold Launch datain[0], Syn Inst Count 151, setup repair after global routing missed its margin true, top-level port count 20, count of max-cap constraint violations 0, pwr dens 288 mW/mm^2, via/cell ratio 5.13, comb. cell area 0.00130 sq mm, Std-Cell Core Area 0.00342 sq mm, Sequential Area 0 sq um
-- stage by stage --
stage | instance area (sq um) | utilization
floorplan | 1220 | -
global placement | 1770 | 0.519
detailed placement | 1770 | 0.519
CTS | 2020 | 0.591
global route | 2170 | 0.637
finish | 2170 | 0.637
-- layer usage --
layer  vias up  global-route usage  wire, um
met4         0             0.00176         0
met3         0             0.00682       151
met1       691               0.151      1750
li1        753                   -         -
met2        33               0.177      1770
met5         -                   0         0
-- placed cells by master, fill, tap and decap left out, types with 3 or more instances in the layout --
| master | synthesis | layout |
|---|---|---|
| sky130_fd_sc_hd__a211oi_1 | 3 | 3 |
| sky130_fd_sc_hd__a21oi_1 | 10 | 7 |
| sky130_fd_sc_hd__a21oi_2 | 2 | 3 |
| sky130_fd_sc_hd__buf_2 | 1 | 5 |
| sky130_fd_sc_hd__buf_4 | 3 | 75 |
| sky130_fd_sc_hd__buf_6 | 1 | 6 |
| sky130_fd_sc_hd__clkdlybuf4s50_1 | 0 | 7 |
| sky130_fd_sc_hd__ha_2 | 0 | 5 |
| sky130_fd_sc_hd__ha_4 | 0 | 4 |
| sky130_fd_sc_hd__inv_1 | 9 | 5 |
| sky130_fd_sc_hd__mux2_4 | 2 | 4 |
| sky130_fd_sc_hd__mux2i_1 | 6 | 4 |
| sky130_fd_sc_hd__mux2i_4 | 0 | 3 |
| sky130_fd_sc_hd__nand2_1 | 17 | 15 |
| sky130_fd_sc_hd__nand3_1 | 3 | 3 |
| sky130_fd_sc_hd__nor2_1 | 12 | 9 |
| sky130_fd_sc_hd__nor2b_4 | 1 | 3 |
| sky130_fd_sc_hd__nor3_1 | 8 | 4 |
| sky130_fd_sc_hd__o211ai_1 | 3 | 3 |
| sky130_fd_sc_hd__o21ai_0 | 9 | 3 |
| sky130_fd_sc_hd__o21ai_1 | 0 | 3 |
| sky130_fd_sc_hd__o21ai_2 | 0 | 3 |
-- worst max-delay path, stage by stage --
cell,delay [ns]
sky130_fd_sc_hd__buf_8,0.10
sky130_fd_sc_hd__clkinvlp_4,0.07
sky130_fd_sc_hd__ha_4,0.13
sky130_fd_sc_hd__inv_4,0.03
sky130_fd_sc_hd__ha_4,0.15
sky130_fd_sc_hd__a21oi_4,0.15
sky130_fd_sc_hd__xnor2_2,0.16
sky130_fd_sc_hd__ha_2,0.22
sky130_fd_sc_hd__nand2b_4,0.13
sky130_fd_sc_hd__a21oi_4,0.06
sky130_fd_sc_hd__xnor2_2,0.22
sky130_fd_sc_hd__ha_2,0.21
sky130_fd_sc_hd__nor2b_4,0.19
sky130_fd_sc_hd__nor2_4,0.06
sky130_fd_sc_hd__mux2i_1,0.18
sky130_fd_sc_hd__a31oi_1,0.15
sky130_fd_sc_hd__o21ba_2,0.25
sky130_fd_sc_hd__or3_4,0.33
sky130_fd_sc_hd__and2_4,0.16
sky130_fd_sc_hd__ha_4,0.16
sky130_fd_sc_hd__nor3_4,0.15
sky130_fd_sc_hd__nand2_1,0.10
sky130_fd_sc_hd__mux2_4,0.29
sky130_fd_sc_hd__a32oi_4,0.20
sky130_fd_sc_hd__mux2i_1,0.20
sky130_fd_sc_hd__buf_2,0.11
-- timing repair --
item / CTS / global route
pin swaps: 31 / 27
setup buffers: 21 / 11
endpoints found under the setup margin: 9 / 9
gates resized: 60 / 17
-- cells by family after synthesis --
group	synth area share
AOI/OAI and AO/OA	0.367
xor gates and xnor gates	0.0326
adders and majority gates	0.105
buffers and inverters	0.0744
muxes	0.151
other	0.00349
and+or+nand+nor	0.266
-- worst min path at each step --
stage     slack (ns)          to  depth (start not counted)
4_1_cts         1.96  dataout[0]                          0
5_1_grt         1.96  dataout[0]                          0
6_report        1.96  dataout[0]                          0
-- report_power, final --
group / leakage [nW] / switching, mW / internal, mW / total [mW]
clock: 0 / 0 / 0 / 0
sequential: 0 / 0 / 0 / 0
combinational: 0.952 / 0.270 / 0.356 / 0.625
total: 0.952 / 0.270 / 0.356 / 0.625
-- cell type report --
type | count | share of cell area
timing repair buffer | 97 | 0.356
inverter | 9 | 0.0196
tap | 46 | 0.0265
multi-input combinational | 136 | 0.598
No activity file was given, so power comes from the tool's default toggle rates.
